## flow/run.sh

```bash
#!/bin/bash
# OpenROAD 26Q1-2900-gdf79404cd8, Yosys 0.63+post, stock flow scripts
make -C /OpenROAD-flow-scripts/flow DESIGN_CONFIG=/design/flow/config.mk WORK_HOME=/design/flow/orfs finish
```

## flow/config.mk

```make
export PLATFORM = sky130hd
export DESIGN_NAME = trab2
export DESIGN_NICKNAME = trab2
export VERILOG_FILES = /design/flow/design.v
export SDC_FILE = /design/flow/constraint.sdc
export NUM_CORES = 4
export LEC_CHECK = 1
export CORE_AREA = 10 10 106 106
export DIE_AREA = 0 0 116 116
```

## flow/constraint.sdc

```tcl
current_design trab2

set clk_period 2.7
set clk_io_pct 0.2

create_clock -name clk0 -period $clk_period [get_ports {CLOCK_50}]

set non_clock_inputs [all_inputs -no_clocks]
set_input_delay [expr $clk_period * $clk_io_pct] -clock clk0 $non_clock_inputs
set_output_delay [expr $clk_period * $clk_io_pct] -clock clk0 [all_outputs]
```

## flow/design.v

```verilog
module counter32bits(input clk, input reset, output [31:0] num);
   reg[31:0] numb;
   assign num = numb;
   always @(posedge clk or posedge reset)
     if(reset) numb <= 0;
     else numb <= numb + 1;
endmodule  
module verifica_num(input clk, input [31:0] num, output reset, output [7:0] led);
   reg [7:0] ledR = 8'b01010101;
   reg resetR;
   assign reset = resetR;
   assign led = ledR;
   always @(clk)
     if(num == 50000000)
       begin
	  resetR <= 1;
	  ledR <= ~ledR;
       end
     else
       begin
	  resetR <= 0;
       end
endmodule  
module trab2(input CLOCK_50, output [7:0] LEDG);
   wire rstins;
   wire [31: 0] numins;
   wire [7:0]	ledins;
   counter32bits contador(CLOCK_50, rstins, numins);
   verifica_num verifica(CLOCK_50, numins, rstins, ledins);
   assign LEDG = ledins;   
endmodule  
```

==> results.py <==
# Synthesis and PnR figures
metrics = {
    "cts": {
        "cts_setup_buffers": 0,
        "clock_tree_from_tritoncts": "yes",
        "reg_clk_slew_reported_paths_ns": 0.07,
        "cts_made_buffers": 5,
        "clk-insertion-delay-late_ns": 0.28,
        "root_buffer_selected_by_cts": "sky130_fd_sc_hd__clkbuf_8",
        "clock_tree.buffer_depth": 2,
        "postCtsResizedCells": 0,
        "h-tree-depth": 2,
        "cts_hold_repair.buffers": 0,
    },
    "yosys": {
        "syn-mean-instance-area_um2": 11.1,
        "synth-area-yosys_um2": 1760,
        "numSynthFlops": 40,
        "post_synth_mux_area_share": 0,
        "synthAoiAreaFrac": 0,
        "synthesis.yosys.warnings": 42,
        "post_synth_fa_ha_maj_area_fraction": 0.0142,
        "post_synth_design_cell_area_um2": 1760,
        "yosys.area_share.xor_xnor": 0.149,
        "ys_sh_simple": 0.257,
        "synthesis.instances": 158,
        "netlist-cell-type-count": 23,
        "topCombFamilyByArea": "simple AND/OR/NAND/NOR gates",
        "ys_cells": 158,
    },
    "setup_path": {
        "crit_path_start_kind": "flip-flop",
        "criticalPathCategory": "flip-flop to flip-flop",
        "crit_arrival_ns": 2.16,
        "cp.required_ns": 2.91,
        "crit-reg2reg-launch": "contador.numb[8]",
        "r2r.worst_path.cells": 4,
        "critical_path.reg2reg.endpoint": "contador.numb[23]",
        "path_max_fanout": 10,
        "timing.reg2reg.setup_slack_ns": 0.75,
        "critPathCaptureType": "flip-flop",
    },
    "final_timing": {
        "relSlewSlack": 0.417,
        "setup_violations": 0,
        "register_pins_left_without_a_clock": 8,
        "skew_ns": 0.00856,
        "holdWs_ns": 0.380,
        "report.final.slew_viol_count": 0,
        "final_period_minus_worst_setup_slack_ns": 1.95,
        "min_period_over_period": 0.723,
        "final-hold-violation-count": 0,
        "rsz0062_at_grt": "no",
        "fmax_ghz": 0.512,
        "count_of_endpoints_without_a_timing_constraint": 16,
        "worstMarginPinSlew_ns": 0.872,
        "setup_total_negative_slack_ns": 0,
    },
    "detailed_routing": {
        "drtPass1Iterations": 4,
        "wire_per_inst_um": 10.1,
        "vias": 1048,
        "remaining_drc_errors": 0,
        "wire_length_after_detailed_routing_um": 2800,
        "drt_iter0_drc": 48,
        "n_antenna_cell": 0,
        "detail_route.vias_per_cell": 3.77,
        "drt.antenna.violating_nets": 0,
    },
    "min_path": {
        "min_path_type": "flip-flop to async pin",
    },
    "layout": {
        "multi_input_comb_area_um2": 739,
        "fillcell_total": 932,
        "syn2layout_area_growth_pct": 16.6,
        "ff_latch_area_um2": 921,
        "fin_util": 0.232,
        "fraction_of_final_layout_cells_with_drive_strength_greater_than_1": 0.147,
    },
    "die": {
        "die_height_um": 116,
        "io_pins": 9,
        "die_w_um": 116,
        "chip_area_um2": 13500,
        "core_util_at_fp": 0.199,
        "design.core.area_um2": 8850,
        "placement_row_count": 34,
    },
    "power_and_ir_drop": {
        "power_per_cell_area_nw_per_um2": 425,
        "irDropWorstVdd_uv": 142,
        "power.leakage_nw": 0.928,
        "power_mw": 0.871,
    },
    "global_routing": {
        "grt_antenna_before_repair": 0,
        "first_global_vias": 1021,
        "global_route.overflow_total": 0,
        "grt_util_all_layers": 0.0444,
        "largest_net_degree_at_the_start_of_global_routing": 28,
        "grt_pass1_wl_um": 4950,
    },
    "placement": {
        "port_buffers": 8,
        "gpl.final_weighted_congestion": 0.763,
        "dpl.hpwl_um": 1940,
    },
    "flow_run": {
        "tool_warnings": 26,
        "cap_violations": 0,
    },
    "run_status": {
        "outcome": "finished clean",
    },
}
==> registers in the layout, summed over array words and instances, names as in the netlist <==
register	flops
contador.numb	32
verifica.ledR	8
==> Yosys cell counts <==
cell type | n | area (µm²)
sky130_fd_sc_hd__and2_1 | 1 | 6.26
sky130_fd_sc_hd__dfrtp_1 | 32 | 801
sky130_fd_sc_hd__nor3_2 | 10 | 100
sky130_fd_sc_hd__or2_2 | 1 | 6.26
sky130_fd_sc_hd__xnor2_1 | 10 | 87.6
sky130_fd_sc_hd__and3_1 | 3 | 18.8
sky130_fd_sc_hd__nor4_1 | 4 | 25.0
sky130_fd_sc_hd__nor4_4 | 3 | 63.8
sky130_fd_sc_hd__buf_2 | 1 | 5.00
sky130_fd_sc_hd__nor4b_1 | 1 | 8.76
sky130_fd_sc_hd__buf_6 | 2 | 22.5
sky130_fd_sc_hd__clkbuf_1 | 2 | 7.51
sky130_fd_sc_hd__inv_1 | 17 | 63.8
sky130_fd_sc_hd__and4_1 | 3 | 26.3
sky130_fd_sc_hd__nand4_1 | 9 | 56.3
sky130_fd_sc_hd__nand2_1 | 11 | 41.3
sky130_fd_sc_hd__dlxtn_1 | 8 | 120
sky130_fd_sc_hd__nand3_1 | 5 | 25.0
sky130_fd_sc_hd__ha_1 | 2 | 25.0
sky130_fd_sc_hd__xor2_1 | 20 | 175
sky130_fd_sc_hd__nor2_1 | 9 | 33.8
sky130_fd_sc_hd__or4_1 | 2 | 15.0
sky130_fd_sc_hd__nor4_2 | 2 | 25.0
==> cell type report <==
class / instances / area share
repair buffers: 10 / 0.0464
multi-input cells: 96 / 0.361
clock buffers: 7 / 0.0470
well taps: 108 / 0.0659
inverters: 17 / 0.0311
flip-flops and latches: 40 / 0.449
==> layout by cell type, fill, tap and decap left out, drive strengths merged <==
master         instances
dfrtp                 32
nand4                  9
inv                   17
xor2                  20
ha                     2
clkbuf                 7
and3                   3
dlxtn                  8
nand2                 11
clkdlybuf4s50          8
xnor2                 10
nand3                  5
nor3                  10
or4                    2
or2                    1
nor2                   9
and4                   3
nor4b                  1
and2                   1
buf                    2
nor4                   9
==> worst max-delay path by stage <==
stage	slack (ns)	end	startpoint	cells after the start
CTS	0.73	contador.numb[23]	contador.numb[2]	4
global route	0.56	contador.numb[23]	contador.numb[8]	4
finish	0.75	contador.numb[23]	contador.numb[8]	4
==> per-layer routing <==
| layer | share of wire | vias up | wire (µm) | global-route usage |
|---|---|---|---|---|
| met1 | 0.53 | 482 | 1490 | 0.0675 |
| met2 | 0.39 | 18 | 1090 | 0.0588 |
| met4 | 0.011 | 0 | 30 | 0.00667 |
| li1 | - | 544 | - | - |
| met3 | 0.069 | 4 | 194 | 0.0178 |
| met5 | 0 | - | 0 | 0 |
==> critical path, cell delays in order (launching register included) <==
cell                      delay [ns]
sky130_fd_sc_hd__dfrtp_1        0.42
sky130_fd_sc_hd__nand4_1        0.15
sky130_fd_sc_hd__or4_1          0.83
sky130_fd_sc_hd__nor4_4         0.32
sky130_fd_sc_hd__xor2_1         0.16
==> power breakdown <==
group           total (mW)  internal, mW  leakage, nW  switching [mW]
Combinational  0.000000379             0        0.379               0
Sequential           0.480         0.480        0.499               0
Clock                0.391         0.227       0.0503           0.164
==> kinds of logic (layout without fill, tap and decap cells) <==
kind of cell,count (synthesis),count (layout)
adders and majority gates,2,2
xor gates and xnor gates,30,30
DFF,32,32
buffers and inverters,22,34
and+or+nand+nor,64,64
latches,8,8
==> per-stage QoR <==
step                instances  instance area, µm²  setup slack, ns
finish                    278                2050            0.748
global route              278                2050            0.562
CTS                       278                2050            0.727
detailed placement        271                1950            0.733
global placement          271                1950            0.762
floorplan                 158                1760            0.825
No activity file was given, so power comes from the tool's default toggle rates.
